--- ./config.mk ---
export PLATFORM = sky130hd
export DESIGN_NAME = seg_led
export DESIGN_NICKNAME = seg_led
export VERILOG_FILES = /design/flow/design.v
export SDC_FILE = /design/flow/constraint.sdc
export NUM_CORES = 4
export LEC_CHECK = 1
export CORE_UTILIZATION = 40
--- ./constraint.sdc ---
current_design seg_led

set clk_period 5.2
set clk_io_pct 0.2

create_clock -name clk0 -period $clk_period [get_ports {sys_clk}]

set non_clock_inputs [all_inputs -no_clocks]
set_input_delay [expr $clk_period * $clk_io_pct] -clock clk0 $non_clock_inputs
set_output_delay [expr $clk_period * $clk_io_pct] -clock clk0 [all_outputs]
--- ./design.v ---
`timescale 1ns / 1ps
module seg_led(
    input sys_clk,
    input rst_n,
    input [3:0] bit0,
    input [3:0] bit1,
    input [3:0] bit2,
    input [3:0] bit3,
    input shutdown_sig,
    output sclk,
    output rclk,
    output DIO
);
    parameter SEG_0	=	8'hC0;    
    parameter SEG_1	=	8'hF9;    
    parameter SEG_2	=	8'hA4;    
    parameter SEG_3	=	8'hB0;    
    parameter SEG_4	=	8'h99;    
    parameter SEG_5	=	8'h92;    
    parameter SEG_6	=	8'h82;    
    parameter SEG_7	=	8'hF8;    
    parameter SEG_8	=	8'h80;    
    parameter SEG_9	=	8'h90;    
    parameter SEG_NONE = 8'hFF;
    parameter CLK_DIV_PERIOD = 2500;
    parameter	IDLE	=	3'd0;
    parameter	MAIN	=	3'd1;
    parameter	WRITE	=	3'd2;
    parameter	LOW		=	1'b0;
    parameter	HIGH	=	1'b1;
    reg [3:0] bit0_reg;
    reg [3:0] bit1_reg;
    reg [3:0] bit2_reg;
    reg [3:0] bit3_reg;
    always@(posedge sys_clk) begin
        if(!rst_n)begin
            bit0_reg <= 0;
            bit1_reg <= 0;
            bit2_reg <= 0;
            bit3_reg <= 0;
        end
        else if(shutdown_sig) begin
            bit0_reg <= 10; 
            bit1_reg <= 10;
            bit2_reg <= 10;
            bit3_reg <= 10;
        end
        else begin
            bit0_reg <= bit0;
            bit1_reg <= bit1;
            bit2_reg <= bit2;
            bit3_reg <= bit3;
        end
    end
    reg [7:0] bit0_seg;
    reg [7:0] bit1_seg;
    reg [7:0] bit2_seg;
    reg [7:0] bit3_seg;
    always @(*) begin
        if(!rst_n) begin
            bit0_seg = SEG_NONE;
        end
        else begin
            case(bit0_reg)
                0: bit0_seg = SEG_0;
                1: bit0_seg = SEG_1;
                2: bit0_seg = SEG_2;
                3: bit0_seg = SEG_3;
                4: bit0_seg = SEG_4;
                5: bit0_seg = SEG_5;
                6: bit0_seg = SEG_6;
                7: bit0_seg = SEG_7;
                8: bit0_seg = SEG_8;
                9: bit0_seg = SEG_9;
                default: bit0_seg = SEG_NONE;
            endcase
        end
    end
    always @(*) begin
        if(!rst_n) begin
            bit1_seg = SEG_NONE;
        end
        else begin
            case(bit1_reg)
                0: bit1_seg = SEG_0;
                1: bit1_seg = SEG_1;
                2: bit1_seg = SEG_2;
                3: bit1_seg = SEG_3;
                4: bit1_seg = SEG_4;
                5: bit1_seg = SEG_5;
                6: bit1_seg = SEG_6;
                7: bit1_seg = SEG_7;
                8: bit1_seg = SEG_8;
                9: bit1_seg = SEG_9;
                default: bit1_seg = SEG_NONE;
            endcase
        end
    end
    always @(*) begin
        if(!rst_n) begin
            bit2_seg = SEG_NONE;
        end
        else begin
            case(bit2_reg)
                0: bit2_seg = SEG_0;
                1: bit2_seg = SEG_1;
                2: bit2_seg = SEG_2;
                3: bit2_seg = SEG_3;
                4: bit2_seg = SEG_4;
                5: bit2_seg = SEG_5;
                6: bit2_seg = SEG_6;
                7: bit2_seg = SEG_7;
                8: bit2_seg = SEG_8;
                9: bit2_seg = SEG_9;
                default: bit2_seg = SEG_NONE;
            endcase
        end
    end
    always @(*) begin
        if(!rst_n) begin
            bit3_seg = SEG_NONE;
        end
        else begin
            case(bit3_reg)
                0: bit3_seg = SEG_0;
                1: bit3_seg = SEG_1;
                2: bit3_seg = SEG_2;
                3: bit3_seg = SEG_3;
                4: bit3_seg = SEG_4;
                5: bit3_seg = SEG_5;
                6: bit3_seg = SEG_6;
                7: bit3_seg = SEG_7;
                8: bit3_seg = SEG_8;
                9: bit3_seg = SEG_9;
                default: bit3_seg = SEG_NONE;
            endcase
        end
    end
    reg[15:0] cnt=0;
    reg clk_div; 
    always@(posedge sys_clk) begin
        if(!rst_n) begin
            cnt <= 1'b0;
            clk_div <= 1'b0;
        end 
        else begin
            if(cnt>=(CLK_DIV_PERIOD-1)) begin
                cnt <= 1'b0;
                clk_div <= 1'b1;
            end
            else begin
                cnt <= cnt + 1'b1;
                clk_div <= 1'b0;
            end 
        end
    end
    reg	[15:0] data_reg;
    reg	[2:0] cnt_main;
    reg	[5:0] cnt_write;
    reg	[2:0] state = IDLE;
    reg DIO_reg;
    reg RCLK_reg;
    reg SCLK_reg;
    assign DIO = DIO_reg;
    assign rclk = RCLK_reg;
    assign sclk = SCLK_reg;
    always@(posedge sys_clk) begin
        if(!rst_n) begin
            state <= IDLE;
            cnt_main <= 3'd0;
            cnt_write <= 6'd0;
            DIO_reg <= 1'b0;
            SCLK_reg <= LOW;
            RCLK_reg <= HIGH;
        end
        else begin
            case(state)
                IDLE:begin	 
                    state <= MAIN;
                    cnt_main <= 3'd0;
                    cnt_write <= 6'd0;
                    DIO_reg <= 1'b0;
                    SCLK_reg <= LOW;
                    RCLK_reg <= LOW;
                end
                MAIN:begin
                    if(cnt_main == 3'd3) cnt_main <= 1'b0;
                    else cnt_main <= cnt_main + 1'b1;
                    case(cnt_main)
                        3'd0: begin 
                            state <= WRITE;
                            data_reg <= {bit0_seg,8'h08};
                        end
                        3'd1: begin 
                            state <= WRITE;
                            data_reg <= {bit1_seg,8'h04}; 
                        end
                        3'd2: begin 
                            state <= WRITE;
                            data_reg <= {bit2_seg,8'h02}; 
                        end
                        3'd3: begin 
                            state <= WRITE;
                            data_reg <= {bit3_seg,8'h01}; 
                        end
                        default: state <= IDLE;
                    endcase
                end
                WRITE:begin
                    if(clk_div) begin
                        if(cnt_write == 6'd33) cnt_write <= 1'b0;
                        else cnt_write <= cnt_write + 1'b1;
                        case(cnt_write)
                            6'd0:  begin SCLK_reg <= LOW; DIO_reg <= data_reg[15]; end		 
                            6'd1:  begin SCLK_reg <= HIGH; end								 
                            6'd2:  begin SCLK_reg <= LOW; DIO_reg <= data_reg[14]; end
                            6'd3:  begin SCLK_reg <= HIGH; end
                            6'd4:  begin SCLK_reg <= LOW; DIO_reg <= data_reg[13]; end
                            6'd5:  begin SCLK_reg <= HIGH; end
                            6'd6:  begin SCLK_reg <= LOW; DIO_reg <= data_reg[12]; end
                            6'd7:  begin SCLK_reg <= HIGH; end
                            6'd8:  begin SCLK_reg <= LOW; DIO_reg <= data_reg[11]; end
                            6'd9:  begin SCLK_reg <= HIGH; end
                            6'd10: begin SCLK_reg <= LOW; DIO_reg <= data_reg[10]; end
                            6'd11: begin SCLK_reg <= HIGH; end
                            6'd12: begin SCLK_reg <= LOW; DIO_reg <= data_reg[9]; end
                            6'd13: begin SCLK_reg <= HIGH; end
                            6'd14: begin SCLK_reg <= LOW; DIO_reg <= data_reg[8]; end
                            6'd15: begin SCLK_reg <= HIGH; end
                            6'd16: begin SCLK_reg <= LOW; DIO_reg <= data_reg[7]; end
                            6'd17: begin SCLK_reg <= HIGH; end
                            6'd18: begin SCLK_reg <= LOW; DIO_reg <= data_reg[6]; end
                            6'd19: begin SCLK_reg <= HIGH; end
                            6'd20: begin SCLK_reg <= LOW; DIO_reg <= data_reg[5]; end
                            6'd21: begin SCLK_reg <= HIGH; end
                            6'd22: begin SCLK_reg <= LOW; DIO_reg <= data_reg[4]; end
                            6'd23: begin SCLK_reg <= HIGH; end
                            6'd24: begin SCLK_reg <= LOW; DIO_reg <= data_reg[3]; end
                            6'd25: begin SCLK_reg <= HIGH; end
                            6'd26: begin SCLK_reg <= LOW; DIO_reg <= data_reg[2]; end
                            6'd27: begin SCLK_reg <= HIGH; end
                            6'd28: begin SCLK_reg <= LOW; DIO_reg <= data_reg[1]; end
                            6'd29: begin SCLK_reg <= HIGH; end
                            6'd30: begin SCLK_reg <= LOW; DIO_reg <= data_reg[0]; end
                            6'd31: begin SCLK_reg <= HIGH; end
                            6'd32: begin RCLK_reg <= LOW; end								 
                            6'd33: begin RCLK_reg <= HIGH; state <= MAIN; end
                            default: state <= IDLE;
                        endcase
                    end 
                    else begin
                        SCLK_reg <= SCLK_reg;
                        DIO_reg <= DIO_reg;
                        RCLK_reg <= RCLK_reg;
                        cnt_write <= cnt_write;
                        state <= state;
                    end
                end
                default: state <= IDLE;
            endcase
        end
    end
endmodule
--- ./run.sh ---
#!/bin/bash
# OpenROAD 26Q1-2900-gdf79404cd8, Yosys 0.63+post, stock flow scripts
make -C /OpenROAD-flow-scripts/flow DESIGN_CONFIG=/design/flow/config.mk WORK_HOME=/design/flow/orfs finish
==> run summary <==
status = completed
maximum VDD drop = 0.126 mV
tool warnings = 50
grt ovf = 0
count of cell types in the netlist = 53
Synth Instances = 367
CTS root buf = clkbuf_8
Die Y-Extent = 91.2 um
ratio of cells with drive above 1 in the final layout = 5.32%
critical path capture point type = register
Port Buffers = 21
TritonCTS buffer count = 9
final slew viol count = 0
CTS Hold Bufs = 0
PD cells = 335 nW/um^2
critical path cell sequence = clkdlybuf4s50_1 -> clkinv_1 -> nor2_1 -> and2_1
setup tns final = 0 ns
CORE AREA = 7730 um^2
WS Path Type = primary input to register
post-CTS setup buffers = 0
leakage = 1.42 nW
Largest register FFs = 16
final setup vio count = 0
slowest stage delay, CP = 0.63 ns
DR iter-0 viols = 77
I/O pins = 22
slew margin rel. = 63.7%
Clk pin slew, worst setup/hold paths = 0.07 ns
main flop type = dfxtp_1
gr usage total = 16.3%
post-route cell area = 3670 um^2
DIE WIDTH = 91.2 um
die area = 8320 um^2
Post-synth top cells = nor2_1, dfxtp_1, ha_1
RSZ-0062 raised after global routing = false
post-layout period usage = 49.1%
Diodes inserted = 0
fin worst setup slack = 2.64 ns
Worst-Skew Late Latency = 0.34 ns
Yosys top cell by area = dfxtp_1
dpl hpwl = 4.63 mm
Syn. warnings = 1
CP max FO = 17
Max Clock Skew = 0.00697 ns
H-tree depth = 3
drt pass-1 iters = 4
Synth top cell by count = nor2_1
GPL Wtd Cong = 0.857
area grow syn2layout = 15.4%
pre-CTS setup slack = 2.26 ns
DRC = 0
CP Buf/Inv Count = 2
Detail Route Antenna Nets = 0
Vias per Instance = 4.97
Filler cells = 714
Least-Margin Pin Slew = 0.542 ns
Post-synth ARST share = 0%
Tmin final = 2.56 ns
Yosys Instances = 367
Seq share, synth = 39.9%
Dominant cell area share = 29.6%
Worst path top cell family by delay = buffers and inverters
post-cts resize count = 0
drt wl/cell = 12.3 um
# rows = 32
clk buf depth = 2
# Max-Cap Violations = 0
vias in the first global route = 2310
Hold Path Class = register to register
Startpoint Class = primary input
Cell area leaders = dfxtp_1, ha_1, edfxtp_1, nor2_1, a21oi_1
initial antenna violation count = 0
slowest cell on the critical path = clkdlybuf4s50_1
syn_area_per_cell = 8.67 um^2
drt total wl = 6.10 mm
crit path DRT = 5.48 ns
FP Util = 41.2%
via count = 2471
placed cell area = 3480 um^2
CP arrival = 2.84 ns
Final Hold Fails = 0
yosys stat area = 3180 um^2
EDFF count, synth = 11
global-route wire length before repair = 10.6 mm
largest net degree at the start of global routing = 18
f_max = 0.391 GHz
flops out of synthesis = 58
Post-Synthesis Cell Area = 3180 um^2
CTS tree = built
# clock sinks = 58
==> cell families (layout without fill, tap and decap cells) <==
logic type	after synthesis	count (layout)	synth area share, %
AOI/OAI and AO/OA	82	82	16.6
other	1	4	0.118
buffers and inverters	40	65	5.03
adders and majority gates	32	32	12.6
and+or+nand+nor	132	132	19.5
DFF	58	58	39.9
muxes	4	4	1.26
xor gates and xnor gates	18	18	4.95
==> cell type report <==
type	instances	area, um^2	area share [%]
clock buffers	10	149	4.05
repair buffers	21	210	5.72
inverters	28	105	2.86
clock inverters	6	47.5	1.29
multi-input cells	272	1760	48.0
well taps	102	128	3.47
flip-flops and latches	58	1270	34.6
==> through the flow <==
stage | util [%] | total power, mW | cells | hold WS [ns]
2_1_floorplan | - | 0.755 | 370 | 0.417
3_3_place_gp | 45.0 | 0.841 | 481 | 0.428
3_5_place_dp | 45.0 | 0.842 | 481 | 0.446
4_1_cts | 47.5 | 1.24 | 497 | 0.458
5_1_grt | 47.5 | 1.31 | 497 | 0.495
6_report | 47.5 | 1.23 | 497 | 0.451
==> metal layers <==
| metal | vias to the layer above | GRT usage [%] | wire (um) |
|---|---|---|---|
| li1 | 1305 | - | - |
| met1 | 1101 | 25.0 | 3060 |
| met2 | 55 | 25.1 | 2670 |
| met3 | 10 | 3.32 | 262 |
| met4 | 0 | 2.51 | 107 |
| met5 | - | 0 | 0 |
==> power by group <==
group	leakage [nW]	internal [mW]	switching, mW	total (mW)
clock network	0.0946	0.205	0.190	0.395
registers	0.487	0.517	0.0486	0.566
logic	0.842	0.118	0.151	0.269
total	1.42	0.840	0.389	1.23
==> placed cells by master, fill, tap and decap left out, types with 4 or more instances in the layout <==
cell and count:
nor2_1 53, dfxtp_1 47, ha_1 32, a21oi_1 31, inv_1 27, nand2_1 26, clkdlybuf4s50_1 21, o21ai_0 13
nand3_1 11, edfxtp_1 11, xor2_1 10, clkbuf_8 9, nor2b_1 8, xnor2_1 8, and2_1 8, nand2b_1 5
o221ai_1 5, mux2i_1 4, nand4_1 4, conb_1 4
==> worst paths after layout <==
kind / from / endpoint / slack, ns / depth (start not counted)
setup / recovery: rst_n / bit1_reg[0]$_SDFF_PP0_ / 2.64 / 4
hold reg to reg: cnt[0]$_SDFF_PP0_ / cnt[0]$_SDFF_PP0_ / 0.45 / 1
hold / removal: cnt[0]$_SDFF_PP0_ / cnt[0]$_SDFF_PP0_ / 0.45 / 1
setup reg to reg: bit0_reg[1]$_SDFF_PN0_ / data_reg[9]$_DFFE_PP_ / 3.27 / 5
==> worst reg2reg max path: stages (launching register included) <==
cell	delay, ns
dfxtp_1	0.42
inv_1	0.12
ha_1	0.30
o21ai_0	0.18
a21oi_1	0.09
or4_1	0.54
Power is estimated from default activity; no workload was simulated.
