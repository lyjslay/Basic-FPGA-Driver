==> design/flow/design.v <==
`timescale 1ns / 1ps
module ADS1256(
    input sys_clk,
    input rst_n,
    input AD_out,
    input DRDY_n,	 
    output sclk,
    output write_AD_data,
    output reg AD_cs_n,
    output AD_rst_n,                                          
    output reg [23:0] AD_value,
    output reg oAd_conv_done
);
    parameter STATUS_REG = 8'b0000_0001;  
    parameter MUX_REG = 8'b0001_1111;  
    parameter ADCON_REG = 8'b0010_0000;  
    parameter DRATE_REG = 8'b1111_0000;  
    parameter IO_REG = 8'b1110_0000;  
    parameter STATUS_REG_ADDR = 4'h0;
    parameter MUX_REG_ADDR = 4'h1;
    parameter ADCON_REG_ADDR = 4'h2;
    parameter DRATE_REG_ADDR = 4'h3;
    parameter IO_REG_ADDR = 4'h4;
    parameter WAKEUP = 8'h00;
    parameter RDATA = 8'h01;
    parameter RDATAC = 8'h03;
    parameter SDATAC = 8'h0f;
    parameter SELFCAL = 8'hf0;
    parameter SELFOCAL = 8'hf1;
    parameter SELFGCAL = 8'hf2;
    parameter SYSOCAL = 8'hf3;
    parameter SYSGCAL = 8'hf4;
    parameter SYNC = 8'hfc;
    parameter STANDBY = 8'hfd;
    parameter RESET = 8'hfe;
    parameter ST_IDLE = 10'b00_0000_0001;
    parameter ST_TX_STATUS = 10'b00_0000_0010; 
    parameter ST_TX_ADCON = 10'b00_0000_0100; 
    parameter ST_TX_DRATE = 10'b00_0000_1000; 
    parameter ST_TX_IO = 10'b00_0001_0000; 
    parameter ST_TX_MUX = 10'b00_0010_0000;
    parameter ST_TX_RDATA = 10'b00_0100_0000;
    parameter ST_WAITING = 10'b00_1000_0000;
    parameter ST_READ_DATA = 10'b01_0000_0000;
    parameter ST_CONV_END = 10'b10_0000_0000;
    wire spi_rd_done; 
    wire spi_wr_done;
    wire [23:0] spi_rd_data;
    reg [4:0] delay_cnt;
    reg [23:0] spi_wr_data;
    reg spi_start_sig;
    reg enable = 1;
    assign AD_rst_n = 1'b1;  
    reg [9:0] state;
    reg [9:0] next_state;
    wire clk_fsm;
    always @(posedge clk_fsm) begin
        if(!rst_n) begin
            state <= ST_IDLE;
        end
        else begin 
            state <= next_state;
        end
    end
    always @(*) begin
        if(!rst_n) begin 
            next_state = ST_IDLE;
        end
        else begin
            case (state)
                ST_IDLE : next_state = (enable == 1'b1) ? ST_TX_STATUS : ST_IDLE;
                ST_TX_STATUS : next_state = (spi_wr_done == 1'b1) ? ST_TX_ADCON : ST_TX_STATUS;
                ST_TX_ADCON : next_state = (spi_wr_done == 1'b1) ? ST_TX_DRATE : ST_TX_ADCON;
                ST_TX_DRATE : next_state = (spi_wr_done == 1'b1) ? ST_TX_IO : ST_TX_DRATE;
                ST_TX_IO : next_state = (spi_wr_done == 1'b1) ? ST_TX_MUX : ST_TX_IO;
                ST_TX_MUX : next_state = (spi_wr_done == 1'b1) ? ST_TX_RDATA : ST_TX_MUX;
                ST_TX_RDATA : next_state = (spi_wr_done == 1'b1) ? ST_WAITING : ST_TX_RDATA; 
                ST_WAITING : next_state = (delay_cnt == 5'd6) ? ST_READ_DATA : ST_WAITING;
                ST_READ_DATA : next_state = (spi_rd_done == 1'b1) ? ST_CONV_END : ST_READ_DATA;
                ST_CONV_END : next_state = ST_IDLE;
                default : next_state = ST_IDLE;
            endcase
        end
    end
    always @ (posedge clk_fsm) begin
        if(!rst_n)begin
            AD_cs_n <= 1'b1;
            oAd_conv_done <= 1'b0;
            spi_start_sig <= 1'b0;
            delay_cnt <= 5'd0;
            spi_wr_data <= 24'd0;
            AD_value <= 24'd0;
        end
        else begin
            case(state)
                ST_IDLE : begin
                    AD_cs_n <= 1'b1;
                    spi_start_sig <= 1'b0;
                    delay_cnt <= 5'd0;
                    spi_wr_data <= 24'd0;
                end
                ST_TX_STATUS : begin
                    AD_cs_n <= 1'b0;
                    spi_start_sig <= 1'b1;
                    spi_wr_data <= {4'h5,STATUS_REG_ADDR,8'h00,STATUS_REG};  
                end
                ST_TX_ADCON : begin
                    AD_cs_n <= 1'b0;
                    spi_start_sig <= 1'b1;
                    spi_wr_data <= {4'h5,ADCON_REG_ADDR,8'h00,ADCON_REG};  
                end
                ST_TX_DRATE : begin
                    AD_cs_n <= 1'b0;
                    spi_start_sig <= 1'b1;
                    spi_wr_data <= {4'h5,DRATE_REG_ADDR,8'h00,DRATE_REG};  
                end
                ST_TX_IO : begin
                    AD_cs_n <= 1'b0;
                    spi_start_sig <= 1'b1;
                    spi_wr_data <= {4'h5,IO_REG_ADDR,8'h00,IO_REG};  
                end
                ST_TX_MUX : begin
                    AD_cs_n <= 1'b0;
                    spi_start_sig <= 1'b1;
                    spi_wr_data <= {4'h5,MUX_REG_ADDR,8'h00,MUX_REG};  
                end
                ST_TX_RDATA : begin
                    AD_cs_n <= 1'b0;
                    spi_start_sig <= (spi_wr_done != 1'b1) ? 1'b1 : 1'b0;
                    if(DRDY_n == 1'b0) begin
                        spi_wr_data <= {SYNC,WAKEUP,RDATA};  
                    end
                end
                ST_WAITING : begin  
                    AD_cs_n <= 1'b0;
                    spi_start_sig <= 1'b0;
                    spi_wr_data <= 24'd0;
                    delay_cnt <= (delay_cnt == 5'd6) ? 5'd0 : (delay_cnt + 5'd1);
                end
                ST_READ_DATA : begin  
                    AD_cs_n <= 1'b0;
                    spi_start_sig <= (spi_rd_done != 1'b1) ? 1'b1 : 1'b0;
                    AD_value <= (spi_rd_done == 1'b1) ? spi_rd_data : AD_value;
                end
                ST_CONV_END : begin
                    AD_cs_n <= 1'b0;
                    oAd_conv_done <= 1'b1;
                    spi_start_sig <= 1'b0;
                    spi_wr_data <= 24'd0;
                end
                default : ;
            endcase
        end
    end
spi_driver spidrv(
    .sys_clk(sys_clk),
    .rst_n(rst_n),
    .spi_start_sig(spi_start_sig),
    .spi_wr_data(spi_wr_data),
    .spi_MISO(AD_out),
    .spi_rd_data(spi_rd_data),
    .spi_MOSI(write_AD_data),
    .spi_rd_done(spi_rd_done),
    .spi_wr_done(spi_wr_done),
    .spi_sclk(sclk)
);
clk_div clk_fsm_1m(
    .sys_clk(sys_clk),
    .rst_n(rst_n),
    .clk_fsm(clk_fsm)
);
endmodule
`timescale 1ns / 1ps
module clk_div(
    input sys_clk,
    input rst_n,
    output clk_fsm
    );
    parameter DIVIDE_FACTOR = 24; 
    reg [4:0] cnt;
    reg clk_fsm_reg;
    assign clk_fsm = clk_fsm_reg;
    always @(posedge sys_clk) begin
        if(!rst_n) begin
            cnt <= 5'd0;
        end
        else begin
            cnt <= (cnt == DIVIDE_FACTOR) ? 5'd0 : (cnt + 5'd1);
        end
    end
    always @(posedge sys_clk) begin
        if(!rst_n) begin
            clk_fsm_reg <= 1'b1;
        end
        else begin
            clk_fsm_reg <= (cnt == DIVIDE_FACTOR) ? (~clk_fsm_reg) : clk_fsm_reg;
        end
    end
endmodule
`timescale 1ns / 1ps
module spi_driver(
    input sys_clk,
    input rst_n,
    input spi_start_sig,
    input [23:0] spi_wr_data,
    input spi_MISO,
    output reg [23:0] spi_rd_data,
    output reg spi_MOSI,
    output spi_rd_done,
    output spi_wr_done,
    output spi_sclk
);
    reg [23:0] wr_data_buf; 
    reg [23:0] rd_data_buf;
    reg [4:0] clk_cnt;
    reg clk_valid;
    assign spi_wr_done = (clk_cnt[4:0] == 5'd30) ? 1'b1 : 1'b0;
    assign spi_rd_done = (clk_cnt[4:0] == 5'd30) ? 1'b1 : 1'b0;
    assign spi_sclk = clk_valid & sys_clk;
    always @(posedge sys_clk) begin
        if(rst_n == 1'b0)begin
            clk_cnt[4:0] <= 5'd0;
        end
        else if(spi_start_sig == 1) begin
            clk_cnt[4:0] <= clk_cnt[4:0] + 5'd1;
        end
        else begin
            clk_cnt[4:0] <= 5'd0;
        end
    end
    always @(posedge sys_clk) begin
        if(rst_n == 1'b0) begin
            spi_MOSI <= 1'b0;
            wr_data_buf[23:0] <= 24'd0;
        end
        else begin
            case(clk_cnt)
                5'd0 : begin
                    spi_MOSI <= 1'b0;
                    wr_data_buf[23:0] <= spi_wr_data[23:0];
                end
                5'd1 : spi_MOSI <= wr_data_buf[23];
                5'd2 : spi_MOSI <= wr_data_buf[22];
                5'd3 : spi_MOSI <= wr_data_buf[21];
                5'd4 : spi_MOSI <= wr_data_buf[20];
                5'd5 : spi_MOSI <= wr_data_buf[19];
                5'd6 : spi_MOSI <= wr_data_buf[18];
                5'd7 : spi_MOSI <= wr_data_buf[17];
                5'd8 : spi_MOSI <= wr_data_buf[16];
                5'd9 : spi_MOSI <= wr_data_buf[15];
                5'd10 : spi_MOSI <= wr_data_buf[14];
                5'd11 : spi_MOSI <= wr_data_buf[13];
                5'd12 : spi_MOSI <= wr_data_buf[12];
                5'd13 : spi_MOSI <= wr_data_buf[11];
                5'd14 : spi_MOSI <= wr_data_buf[10];
                5'd15 : spi_MOSI <= wr_data_buf[9];
                5'd16 : spi_MOSI <= wr_data_buf[8];
                5'd17 : spi_MOSI <= wr_data_buf[7];
                5'd18 : spi_MOSI <= wr_data_buf[6];
                5'd19 : spi_MOSI <= wr_data_buf[5];
                5'd20 : spi_MOSI <= wr_data_buf[4];
                5'd21 : spi_MOSI <= wr_data_buf[3];
                5'd22 : spi_MOSI <= wr_data_buf[2];
                5'd23 : spi_MOSI <= wr_data_buf[1];
                5'd24 : begin
                    spi_MOSI <= wr_data_buf[0];
                    wr_data_buf <= 0;
                end
                default : spi_MOSI <= 1'b0;
            endcase
        end
    end
    always @(negedge sys_clk) begin
        if(rst_n == 1'b0) begin
            clk_valid <= 1'b0;
            rd_data_buf[23:0] <= 24'd0;
            spi_rd_data[23:0] <= 24'd0;
        end
        else begin
            case(clk_cnt)
                5'd0 : clk_valid <= 1'b0;
                5'd1 : clk_valid <= 1'b1;
                5'd2 : rd_data_buf[23] <= spi_MISO;
                5'd3 : rd_data_buf[22] <= spi_MISO;
                5'd4 : rd_data_buf[21] <= spi_MISO;
                5'd5 : rd_data_buf[20] <= spi_MISO;
                5'd6 : rd_data_buf[19] <= spi_MISO;
                5'd7 : rd_data_buf[18] <= spi_MISO;
                5'd8 : rd_data_buf[17] <= spi_MISO;
                5'd9 : rd_data_buf[16] <= spi_MISO;
                5'd10 : rd_data_buf[15] <= spi_MISO;
                5'd11 : rd_data_buf[14] <= spi_MISO;
                5'd12 : rd_data_buf[13] <= spi_MISO;
                5'd13 : rd_data_buf[12] <= spi_MISO;
                5'd14 : rd_data_buf[11] <= spi_MISO;
                5'd15 : rd_data_buf[10] <= spi_MISO;
                5'd16 : rd_data_buf[9] <= spi_MISO;
                5'd17 : rd_data_buf[8] <= spi_MISO;
                5'd18 : rd_data_buf[7] <= spi_MISO;
                5'd19 : rd_data_buf[6] <= spi_MISO;
                5'd20 : rd_data_buf[5] <= spi_MISO;
                5'd21 : rd_data_buf[4] <= spi_MISO;
                5'd22 : rd_data_buf[3] <= spi_MISO;
                5'd23 : rd_data_buf[2] <= spi_MISO;
                5'd24 : rd_data_buf[1] <= spi_MISO;
                5'd25 : begin
                    clk_valid <= 1'b0;
                    rd_data_buf[0] <= spi_MISO;
                end
                5'd26 : spi_rd_data[23:0] <= rd_data_buf[23:0];
                default : clk_valid <= 1'b0;
            endcase
        end
    end
endmodule
==> design/flow/run.sh <==
#!/bin/bash
# OpenROAD 26Q1-2900-gdf79404cd8, Yosys 0.63+post, stock flow scripts
make -C /OpenROAD-flow-scripts/flow DESIGN_CONFIG=/design/flow/config.mk WORK_HOME=/design/flow/orfs finish
==> design/flow/config.mk <==
export PLATFORM = sky130hd
export DESIGN_NAME = ADS1256
export DESIGN_NICKNAME = ADS1256
export VERILOG_FILES = /design/flow/design.v
export SDC_FILE = /design/flow/constraint.sdc
export NUM_CORES = 4
export LEC_CHECK = 1
export CORE_UTILIZATION = 30
==> design/flow/constraint.sdc <==
current_design ADS1256

set clk_period 3.1
set clk_io_pct 0.2

create_clock -name clk0 -period $clk_period [get_ports {sys_clk}]

set non_clock_inputs [all_inputs -no_clocks]
set_input_delay [expr $clk_period * $clk_io_pct] -clock clk0 $non_clock_inputs
set_output_delay [expr $clk_period * $clk_io_pct] -clock clk0 [all_outputs]
==> run notes <==
Flow results.

- The complex-gate fraction of the synthesized area is 18.70%.
- The fraction of power consumed by the clock network is 60.4%.
- In the routed design, unresolved DRC markers number 0.
- The checks that failed: negative setup slack.
- The filler-free cell count of the finished design is 888.
- The switching power is 0.6419 mW.
- Summing internal, switching and leakage power gives 2.472 mW.
- Multiplexer cells account for 2.989% of the synthesized area.
- The worst reg-to-reg setup slack is 0.12 ns.
- Counting endpoints that fail hold in the final report gives 0.
- The cell area after synthesis is 0.005065 sq mm.
- STA classifies the critical path startpoint as a flip-flop.
- The via count of the first global-routing pass is 3994.
- Per the placement log, port buffering inserted 31 buffers.
- The register clock-pin slew on the reported worst setup and hold paths is 0.04 ns.
- The detailed placement HPWL is 7.363 mm.
- The placeable core area is 0.01652 sq mm.
- The slowest cell on the critical path is dfxtp_2.
- Data on the critical path is required at its endpoint by 2.48 ns.
- The critical path endpoint category is a primary output.
- The horizontal extent of the die is 131.9 microns.
- The peak per-stage delay on the critical path is 0.31 ns.
- Across all checked pins, the minimum headroom to the slew limit is 45.64%.
- The simple-gate area share of the yosys netlist is 22.33%.
- The synthesized netlist devotes 1.383% of its cell area to XOR and XNOR gates.
- The number of ports placed on the die boundary is 33.
- In the final layout, the registers with the most flip-flops are AD_value: 24 flops, spidrv.rd_data_buf: 24 flops, spidrv.spi_rd_data: 24 flops.
- The maximum resistive drop on vdd is 0.3083 mV.
- The timer found 51 register pins that no clock reaches; their paths are not timed.
- The number of placed instances, taps included, is 821.
- The max capacitance violation total is 0.
- The initial antenna violation count is 0.
- The share of cells above drive strength 1 is 8.832%.
- The number of cell instances after yosys synthesis is 580.
- The cell sequence reported for the critical path is and2_1 -> buf_2.
- The final max-slew violation count recorded for this run is 0.
- Entering global routing, the biggest net connects 52 pins.
- The destination of the worst register-to-register timing path is spidrv.rd_data_buf[1]$_SDFFE_NN0P_.
- Looking at the max-slew report, the worst-margin pin has a slew of 0.8134 ns.
- The final antenna-violating net count is 0.
- At the end of the flow the core is filled with cells to 38.07%.
- OpenROAD emitted warnings numbering 34.
- The routed wire length is 10.52 mm.
- The internal power contribution is 1.830 mW.
- For this block, the via count after detailed routing is 4111.
- The count of endpoints without a timing constraint is 77.
- Setup repair after global routing could not meet its margin everywhere.
- 0 antenna diodes ended up in the layout.
- At the end of routability-driven placement, the weighted congestion stood at 0.8379.
- After technology mapping, the gate count stands at 580.
- The first detailed-routing pass ran for 5 iterations.
- Compared with the post-synthesis result, the final layout area differs by 24.21%.
- Looking at the power breakdown, combinational cells take 2.6% of the total.
- The global routing report lists combined usage of all routing layers as 12.93%.
- Row generation in the floorplan step produced 47 rows.
- The flow ran to the end, but the final reports show violations.
- The setup path with the least slack is of type flip-flop to primary output.
- The dominant register cell is dfxtp_1.
- The placement stage leaves a total instance area of 0.005722 sq mm.
- The layout stage reports a final design area of 0.006291 sq mm.
- Sequential elements use 47.83% of the synthesized area.
- The insertion delay to the later sink of the worst-skew pair is 0.53 ns.
- The number of setup violations in the final report is 2.
- The cell leakage power is 2.335 nW.
- After synthesis, the chip area reported by Yosys is 0.005065 sq mm.
- Across the routed clock network, the largest skew measured is 0.08814 ns.
- In the final layout, the fill cell count is 1598.
- The die boundary height is 131.9 microns.
- Grouping non-sequential cells by family puts the most area in simple AND/OR/NAND/NOR gates.
- After synthesis, the netlist uses 49 different library cells.
- Setup slack on the critical path of the routed design comes to -0.1317 ns.
- According to the timing report, the critical path is launched from spidrv.clk_valid$_SDFFE_NN0N_.
- The die footprint is 0.01741 sq mm.
- Of the total power, registers draw 36.9%.
- In this run the worst path has a maximum fanout of 2.
- In this run switching power makes up 25.97% of total power.
- For this run the aggregate overflow at the end of global routing stands at 0.
- Yosys reported a register bit count of 121.
- Counting flops with an async set or reset pin after synthesis yields a share of 0%.
- STA lists the startpoint of the worst register-to-register path as spidrv.clk_cnt[1]$_SDFF_PN0_.
- TritonCTS built the clock tree.
- The data arrival time reported for the critical path is 2.61 ns.
- The floorplan step records an initial core utilization of 30.65%.
- The power density over cell area is 392.9 mW/mm^2.
- Once iteration 0 of detailed routing completed, the report listed 157 DRC markers.
- The first global-routing pass estimated 18.56 mm of wire.
- The path depth of the worst reg2reg path is 7.
- The type of the tightest min-delay check is flip-flop to flip-flop.
- Per the detail_route report, routed wire per instance is 11.84 microns.
- Summing the areas of all fa, ha and maj instances in the mapped netlist gives 2.223% of the synthesized area.
- The worst setup path endpoint is sclk.
- In this run the mean area of a mapped cell was 8.733 sq um.
- The number of vias per cell after detailed routing is 4.630.
- The post-synth count of flops with an enable pin is 0.
- The Yosys step of the flow raised 3 warnings.
-- metrics by stage --
stage	TNS [ns]	setup WS, ns	hold slack [ns]
floorplan	0	0.01597	0.4297
detailed placement	-1.278	-0.09435	0.4588
finish	-0.1317	-0.1317	0.4482
CTS	-0.1545	-0.1545	0.4511
global route	-0.1825	-0.1825	0.4661
global placement	-1.294	-0.09532	0.4424
-- metal layers --
metal  vias to the layer above  wire length [microns]  GRT usage (%)
met5                         -                      0              0
met3                         8                    344          2.631
met2                        60                   4757          20.87
met4                         0                     96          2.003
li1                       2134                      -              -
met1                      1909                   5316          18.57
-- area by class of cell --
class	count	area (sq um)	share of cell area [%]
clock buffer	13	305.3	4.853
clock inverter	56	271.5	4.316
multi-input combinational	407	2421	38.48
sequential	121	2424	38.52
timing repair buffer	62	560.5	8.910
inverter	9	33.78	0.5370
tap	220	275.3	4.375
-- cell usage in the layout, fill, tap and decap left out, types with 2 or more instances in the layout --
cell and count:
nand2_1 125, dfxtp_1 120, a21boi_0 70, inv_1 57, o21ai_0 30, buf_4 30, clkdlybuf4s50_1 29, nor2b_1 28
nor2_1 23, nand4_1 17, nand3_1 15, mux2i_1 14, clkbuf_16 12, nand2b_1 11, a22oi_1 11, ha_1 7
a21oi_1 5, and3_1 5, xnor2_1 5, xor2_1 3, o211a_1 3, nand3b_1 2, a211oi_1 2, and2_1 2
o21a_1 2, or3_1 2, nor3b_1 2, nor3_1 2, o31ai_1 2, ha_2 2, inv_6 2, buf_2 2
buf_12 2
-- cell usage after synthesis (all sizes together), types with 2 or more instances --
cell type  count  share of area [%]
nand2        125                9.3
dfxtp        121                 48
a21boi        71                 11
clkbuf        31                2.4
o21ai         30                3.0
nor2b         28                3.5
nor2          23                1.7
nand4         17                2.1
nand3         15                1.5
mux2i         14                2.8
a22oi         11                1.6
buf           11                1.4
nand2b        11                1.4
inv           10               0.74
ha             9                2.2
a21oi          5               0.49
and3           5               0.62
xnor2          5               0.86
and2           3               0.37
o211a          3               0.59
xor2           3               0.52
a211oi         2               0.30
nand3b         2               0.30
nor3           2               0.20
nor3b          2               0.30
o21a           2               0.30
o31ai          2               0.30
or3            2               0.25
-- cells by family after synthesis --
group           Yosys count
buf+inv                  52
mux                      15
compound gates          133
flops                   121
simple gates            241
other cells               1
fa+ha+maj                 9
xor+xnor                  8
-- worst max-delay path: cells and delay by family, from the launching register on --
kind | cells | cell delay (ns)
buffers and inverters | 1 | 0.11
AND/OR/NAND/NOR | 1 | 0.12
flip-flops | 1 | 0.31
-- what timing repair did --
item                       in CTS  in global routing
buffers inserted                0                  0
setup endpoints to repair       2                 24
hold buffers                    0                  0
gates resized                   5                  2
-- power by group through the flow --
stage                 clock network [mW]  logic (mW)  registers (mW)
after global routing                1.63      0.0712           0.911
final                               1.49      0.0652           0.913
after CTS                           1.53      0.0658           0.912
-- how the worst min path moves through the flow --
| stage | startpoint | to | cells past startpoint |
|---|---|---|---|
| after CTS | spidrv.rd_data_buf[4]$_SDFFE_NN0N_ | spidrv.spi_rd_data[4]$_SDFFE_NN0N_ | 2 |
| final | spidrv.rd_data_buf[3]$_SDFFE_NN0N_ | spidrv.spi_rd_data[3]$_SDFFE_NN0N_ | 2 |
| after global routing | spidrv.rd_data_buf[3]$_SDFFE_NN0N_ | spidrv.spi_rd_data[3]$_SDFFE_NN0N_ | 2 |
Power is estimated from default activity; no workload was simulated.
