--- ./config.mk ---
export PLATFORM = sky130hd
export DESIGN_NAME = AD9850
export DESIGN_NICKNAME = AD9850
export VERILOG_FILES = /design/flow/design.v
export SDC_FILE = /design/flow/constraint.sdc
export NUM_CORES = 4
export LEC_CHECK = 1
export CORE_AREA = 10 10 99 99
export DIE_AREA = 0 0 109 109
--- ./constraint.sdc ---
current_design AD9850

set clk_period 2.5
set clk_io_pct 0.2

create_clock -name clk0 -period $clk_period [get_ports {sys_clk}]

set non_clock_inputs [all_inputs -no_clocks]
set_input_delay [expr $clk_period * $clk_io_pct] -clock clk0 $non_clock_inputs
set_output_delay [expr $clk_period * $clk_io_pct] -clock clk0 [all_outputs]
--- ./design.v ---
`timescale 1ns / 1ps
module AD9850(
    input sys_clk,
    input rst_n,
    output AD9850_fq_ud, 
    output [7:0] AD9850_ctrl_data, 
    output AD9850_clk, 
    output AD9850_rst 
    );
    wire update_ctrl_data;
    assign update_ctrl_data = 1;
    wire AD9850_setdone;
    parameter HIGH_CNT = 5;
    parameter LOW_CNT = 8;
    reg high_cnt_en; 
    reg low_cnt_en;
    reg [2:0] rst_high_cnt;
    reg [2:0] rst_low_cnt;
    wire rst_high_done; 
    wire rst_low_done; 
    always@(posedge sys_clk) begin
        if(!high_cnt_en)begin
            rst_high_cnt <= 3'd0;
        end
        else begin
            rst_high_cnt <= rst_high_cnt + 3'd1;
        end
    end
    always@(posedge sys_clk) begin
        if(!low_cnt_en)begin
            rst_low_cnt <= 3'd0;
        end
        else begin
            rst_low_cnt <= rst_low_cnt + 3'd1;
        end
    end
    assign rst_high_done = (rst_high_cnt == HIGH_CNT - 1)? 1 : 0;
    assign rst_low_done = (rst_low_cnt == LOW_CNT - 1)? 1 : 0;
    reg [5:0] cnt_1us;
    parameter CNT1US = 50; 
    always@(posedge sys_clk) begin
        if(!rst_n)begin
            cnt_1us <= 0;
        end
        else if(cnt_1us == CNT1US - 1) begin
            cnt_1us <= 0;
        end
        else begin
            cnt_1us <= cnt_1us + 1;
        end
    end
    parameter IDLE = 15'b100_0000_0000_0000;
    parameter AD9850_INIT = 15'b000_0000_0000_0001;
    parameter AD9850_INIT_DONE = 15'b000_0000_0000_0010;
    parameter AD9850_W0 = 15'b000_0000_0000_0100;
    parameter AD9850_W0_WAIT = 15'b000_0000_0000_1000;
    parameter AD9850_W1 = 15'b000_0000_0001_0000;
    parameter AD9850_W1_WAIT = 15'b000_0000_0010_0000;
    parameter AD9850_W2 = 15'b000_0000_0100_0000;
    parameter AD9850_W2_WAIT = 15'b000_0000_1000_0000;
    parameter AD9850_W3 = 15'b000_0001_0000_0000;
    parameter AD9850_W3_WAIT = 15'b000_0010_0000_0000;
    parameter AD9850_W4 = 15'b000_0100_0000_0000;
    parameter AD9850_W4_WAIT = 15'b000_1000_0000_0000;
    parameter AD9850_LOAD = 15'b001_0000_0000_0000;
    parameter AD9850_LOAD_DONE = 15'b010_0000_0000_0000;
    reg [15:0] current_state;
    reg [15:0] next_state;
    reg fq_ud_reg;
    reg w_clk_reg;
    reg rst_reg;
    reg [7:0] ctrl_data_reg;
    reg set_ctrl_data_done; 
    reg [4:0] pahse_ctrl_data = 5'b0_0000;
    reg [31:0] freq_ctrl_data = 32'b1000_0110_0011_1000;  
    assign AD9850_clk = w_clk_reg;
    assign AD9850_fq_ud = fq_ud_reg;
    assign AD9850_rst = rst_reg; 
    assign AD9850_ctrl_data = ctrl_data_reg;
    assign AD9850_setdone = set_ctrl_data_done;
    always@(posedge sys_clk) begin
        if(!rst_n)begin
            current_state <= AD9850_INIT;
        end
        else begin
            current_state <= next_state;
        end
    end
    always@(*) begin
        high_cnt_en = 0;
        low_cnt_en = 0;
        case(current_state)
            AD9850_INIT:begin
                high_cnt_en = 1; 
                if(rst_high_done) begin
                    next_state = AD9850_INIT_DONE;
                end
                else begin
                    next_state = AD9850_INIT;
                end
            end
            AD9850_INIT_DONE:begin
                low_cnt_en = 1; 
                if(rst_low_done) begin
                    next_state = IDLE;
                end
                else begin
                    next_state = AD9850_INIT_DONE;
                end
            end
            IDLE: begin
                if(update_ctrl_data) begin 
                    next_state = AD9850_W0;
                end
                else begin
                    next_state = IDLE;
                end
            end
            AD9850_W0: next_state = AD9850_W0_WAIT;
            AD9850_W0_WAIT: next_state = AD9850_W1;
            AD9850_W1: next_state = AD9850_W1_WAIT;
            AD9850_W1_WAIT: next_state = AD9850_W2;
            AD9850_W2: next_state = AD9850_W2_WAIT;
            AD9850_W2_WAIT: next_state = AD9850_W3;
            AD9850_W3: next_state = AD9850_W3_WAIT;
            AD9850_W3_WAIT: next_state = AD9850_W4;
            AD9850_W4: next_state = AD9850_W4_WAIT;
            AD9850_W4_WAIT: next_state = AD9850_LOAD;
            AD9850_LOAD: next_state = AD9850_LOAD_DONE;
            AD9850_LOAD_DONE: next_state = IDLE;
            default: next_state = AD9850_INIT;
        endcase   
    end
    always @(posedge sys_clk) begin
        if(!rst_n) begin
            fq_ud_reg <= 0;
            w_clk_reg <= 0;
            rst_reg <= 0;
            ctrl_data_reg <= 0;
        end
        else begin
            case(current_state)
                AD9850_INIT:begin  
                    fq_ud_reg <= 0;
                    w_clk_reg <= 0;
                    rst_reg <= 1;
                    set_ctrl_data_done <= 0;
                end
                AD9850_INIT_DONE:begin  
                    fq_ud_reg <= 0;
                    w_clk_reg <= 0;
                    rst_reg <= 0;
                    set_ctrl_data_done <= 0;
                end
                IDLE: begin
                    fq_ud_reg <= 0;
                    w_clk_reg <= 0;
                    rst_reg <= 0;
                    set_ctrl_data_done <= 0;
                end
                AD9850_W0: begin
                    w_clk_reg <= 0;
                    ctrl_data_reg <= {pahse_ctrl_data,3'b000}; 
                end
                AD9850_W0_WAIT: w_clk_reg <= 1; 
                AD9850_W1: begin
                    w_clk_reg <= 0;
                    ctrl_data_reg <= freq_ctrl_data[31:24];
                end
                AD9850_W1_WAIT: w_clk_reg <= 1; 
                AD9850_W2: begin
                    w_clk_reg <= 0;
                    ctrl_data_reg <= freq_ctrl_data[23:16];
                end
                AD9850_W2_WAIT: w_clk_reg <= 1; 
                AD9850_W3: begin
                    w_clk_reg <= 0;
                    ctrl_data_reg <= freq_ctrl_data[15:8];
                end
                AD9850_W3_WAIT: w_clk_reg <= 1; 
                AD9850_W4: begin
                    w_clk_reg <= 0;
                    ctrl_data_reg <= freq_ctrl_data[7:0];
                end
                AD9850_W4_WAIT: w_clk_reg <= 1; 
                AD9850_LOAD: begin
                    w_clk_reg <= 0;
                    fq_ud_reg <= 0; 
                end
                AD9850_LOAD_DONE: begin
                    fq_ud_reg <= 1; 
                    set_ctrl_data_done <= 1;
                end
                default:;
            endcase
        end
    end
endmodule
--- ./run.sh ---
#!/bin/bash
# OpenROAD 26Q1-2900-gdf79404cd8, Yosys 0.63+post, stock flow scripts
make -C /OpenROAD-flow-scripts/flow DESIGN_CONFIG=/design/flow/config.mk WORK_HOME=/design/flow/orfs finish
==> results.yml <==
# flow metrics
outcome:
  outcome: "finished, final reports clean"
finish:
  largest_registers: "current_state x15, rst_high_cnt x3, rst_low_cnt x3"
  drive_gt1_frac: 0.0899
  largest_reg_flops: 15
  largest-register: "current_state"
  area_growth_pct: 26.5
detailed_routing:
  dr.first_iter.drc_count: 14
  antennaDiodeCount: 0
  wl_mm: 1.37
  drcViolationCount: 0
  vias_per_cell: 2.73
  drtAntennaViolNets: 0
  dr.pass1.iters: 3
  post_drt_wl_per_cell_um: 7.16
  vias: 521
hold_path:
  hp-start: "rst_low_cnt[0]"
  hold_path_class: "flip-flop to flip-flop"
  whs_path_depth: 1
  holdPathEnd: "rst_low_cnt[0]"
worst_setup_path:
  cp.required_ps: 2000
  reg2reg_depth: 3
  critPathBufInv: 1
  r2r-end: "w_clk_reg"
  reg2reg_from: "current_state[6]"
  cp-end-kind: "output pin"
  crit_path_max_fanout: 4
  worst_ep_arrival_time_ps: 1140
  cp_top_family: "buffers and inverters"
  cp_slowest_cell: "clkdlybuf4s50_1"
  cp-start-kind: "flip-flop"
  crit_path_cell_trace: "clkdlybuf4s50_1"
  rrSetupSlack_ps: 1380
  max_stage_delay_ps: 490
  worstSetupPathType: "flip-flop to output pin"
clocking:
  clockRootBuffer: "clkbuf_8"
  clock_latency_ps: 260
  cts.htree.levels: 1
  cts_max_path_buffers: 2
  post_cts_resized: 0
  cts_buffers: 3
  hold_buffers: 0
  postCtsSetupBuffers: 0
  cts.clk_slew.worst_paths_ps: 80
  tritoncts: "yes"
  clock-sinks: 26
placement:
  io_buffer_count: 10
  pre_cts_slack_ps: 786
  gp_congestion: 0.709
  detailedPlacementHpwl_mm: 1.07
timing:
  hold_violations: 0
  rsz0062_at_grt: "false"
  tns_ps: 0
  setup_viol: 0
  setup_ws_ps: 857
  period_needed_ps: 1640
  fin_skew_ps: 2.41
  max_freq_mhz: 609
  post-route-period-util: 0.657
  maxSlewViolCount: 0
floorplan:
  coreArea_um2: 7730
  pin_count: 13
  dieHeight_um: 109
  die_area_um2: 11900
  rows: 32
  fp-utilization: 0.116
  die-width_um: 109
logic_synthesis:
  yosysTopAreaCell: "dfxtp_1"
  area_leaders: "dfxtp_1 (58%), and2_1 (10%), ha_1 (5.6%)"
  top_cell_area_share: 0.581
  synth_cells: 81
  postSynthSeqShare: 0.581
  synthArstFlopShare: 0
  netlist_area_um2: 896
  synth_chip_area_um2: 896
  edf_count: 0
  synth_cell_types: 24
  flop_cell: "dfxtp_1"
  most_common_cell: "dfxtp_1"
  ys_cells: 81
  ys.warnings.count: 1
  avgSynthCellArea_um2: 11.1
  top_cells_by_count: "dfxtp_1 (26), and2_1 (15), buf_4 (6)"
  ys.flops: 26
pwr:
  power_frac_comb: 0.128
  p_switching_uw: 204
  power.leakage_nw: 0.432
  switching_share: 0.234
  p_int_uw: 669
  power_uw: 873
  ir_drop_mv: 0.188
  clkPwrFrac: 0.296
  p_seq_frac: 0.576
  power.density_nw_per_um2: 770
global_routing:
  antenna_found_initial: 0
  grt_pass1_wl_mm: 2.29
  grt_pass1_vias: 494
  grt_start_max_net_pins: 20
  globalRouteOverflowTotal: 0
  track_usage: 0.0233
run:
  warnings: 26
  max_cap_violations: 0
## power by group through the flow
stage | clock, mW | combinational (mW) | sequential, mW
after CTS | 0.269 | 0.117 | 0.505
after global routing | 0.285 | 0.137 | 0.512
final | 0.258 | 0.112 | 0.503
## stage by stage
step,instances,util,instance area [µm²],hold slack (ps)
after global placement,187,0.140,1080,410
after global routing,191,0.147,1130,444
after CTS,191,0.147,1130,428
after floorplan,82,-,900,398
final,191,0.147,1130,425
after detailed placement,187,0.140,1080,415
## final cells by class
class	count	area, µm²
inverters	3	11.3
well taps	102	128
multi-input cells	46	319
flip-flops and latches	26	520
fillers	848	6590
clock buffers	4	55.1
repair buffers	10	100
## cell usage in the layout (no fill, tap or decap)
master	instances
dfxtp_1	26
nor4_1	1
nor3_2	1
and2_1	15
inv_1	3
nor3b_1	1
nand3b_1	1
nor2b_1	5
clkbuf_8	4
a21oi_1	3
clkdlybuf4s50_1	10
and2_2	1
nand3_1	1
nor4b_1	1
ha_1	4
or4_4	1
nor4_2	1
nor2_1	1
xor2_1	1
nand2_1	3
a21boi_0	1
o21bai_1	1
nand2b_1	1
conb_1	2
## kinds of logic (layout without fill, tap and decap cells)
group	Yosys count	count (layout)	synth area share
compound gates	5	5	0.0335
simple gates	34	34	0.249
other cells	1	2	0.00419
buf+inv	10	17	0.0670
flops	26	26	0.581
xor+xnor	1	1	0.00978
fa+ha+maj	4	4	0.0559
## per-layer routing
metal | global-route usage | share of wire
met3 | 0.0102 | 0.085
met2 | 0.0334 | 0.43
met1 | 0.0329 | 0.49
met4 | 0.00188 | 0
met5 | 0 | 0
## how the worst max path moves through the flow
| stage | endpoint | start | depth (start not counted) | slack, ps |
|---|---|---|---|---|
| 6_report | AD9850_ctrl_data[1] | ctrl_data_reg[2] | 1 | 860 |
| 4_1_cts | AD9850_ctrl_data[1] | ctrl_data_reg[2] | 1 | 840 |
| 5_1_grt | AD9850_ctrl_data[2] | ctrl_data_reg[2] | 1 | 790 |
Power figures rest on the tool's default switching activity, not on a simulated workload.
